==> /design/flow/design.v <==
module scrolling (clock, resetn, byteenable, speed_in, val_out);
	input clock, resetn;
	input [31:0] speed_in;
	output reg [31:0] val_out;
	input [3:0] byteenable;
	reg [31:0] count;
	reg [31:0] speed, prev_speed;
	reg [31:0] scroll_value;
	reg [3:0] hex7, hex6, hex5, hex4, hex3, hex2, hex1, hex0;
	initial begin
		prev_speed = 50;
		speed = 101010000 - 1010000*50;
		scroll_value = 2645;  
		hex0 = scroll_value[3:0];
		hex1 = scroll_value[7:4];
		hex2 = scroll_value[11:8];
		hex3 = scroll_value[15:12];
		hex4 = scroll_value[19:16];
		hex5 = scroll_value[23:20];
		hex6 = scroll_value[27:24];
		hex7 = scroll_value[31:28];
		count = 0;
	end
	always @(posedge clock) begin
		if (speed_in != prev_speed) begin
			speed <= 101010000 - 1010000*speed_in;
			prev_speed <= speed_in;
		end
		if (count < speed)begin
			count <= count + 1;
		end
		else begin
			hex0 <= hex7;
			hex1 <= hex0;
			hex2 <= hex1;
			hex3 <= hex2;
			hex4 <= hex3;
			hex5 <= hex4;
			hex6 <= hex5;
			hex7 <= hex6;
			count = 0;
		end
		val_out[3:0] = hex0;
		val_out[7:4] = hex1;
		val_out[11:8] = hex2;
		val_out[15:12] = hex3;
		val_out[19:16] = hex4;
		val_out[23:20] = hex5;
		val_out[27:24] = hex6;
		val_out[31:28] = hex7;
end
endmodule
module scrolling_avalon_interface (clock, resetn, write, writedata, read, readdata, byteenable, chipselect, val_out);
	input clock, resetn;
	input read, write, chipselect;
	input [3:0] byteenable;
	input [31:0] writedata;
	output [31:0] readdata;
	output [31:0] val_out;
	wire [3:0] local_byteenable;
	wire [31:0] to_reg, from_reg;
	assign to_reg = writedata;
	assign local_byteenable = (chipselect & write) ? byteenable : 4'b0;
	assign readdata = from_reg;
	assign val_out = from_reg;
	scrolling U1 (.clock(clock), .resetn(resetn), .byteenable(local_byteenable), .speed_in(to_reg), .val_out(from_reg));
endmodule
==> /design/flow/run.sh <==
#!/bin/bash
# OpenROAD 26Q1-2900-gdf79404cd8, Yosys 0.63+post, stock flow scripts
make -C /OpenROAD-flow-scripts/flow DESIGN_CONFIG=/design/flow/config.mk WORK_HOME=/design/flow/orfs finish
==> /design/flow/config.mk <==
export PLATFORM = sky130hd
export DESIGN_NAME = scrolling_avalon_interface
export DESIGN_NICKNAME = scrolling_avalon_interface
export VERILOG_FILES = /design/flow/design.v
export SDC_FILE = /design/flow/constraint.sdc
export NUM_CORES = 4
export LEC_CHECK = 1
export CORE_UTILIZATION = 50
==> /design/flow/constraint.sdc <==
current_design scrolling_avalon_interface

set clk_period 9.1
set clk_io_pct 0.2

create_clock -name clk0 -period $clk_period [get_ports {clock}]

set non_clock_inputs [all_inputs -no_clocks]
set_input_delay [expr $clk_period * $clk_io_pct] -clock clk0 $non_clock_inputs
set_output_delay [expr $clk_period * $clk_io_pct] -clock clk0 [all_outputs]
==> CHANGELOG.md <==
### Implementation results

* Slowest cell on crit path: clkdlybuf4s50_1
* Global route total overflow at 0
* Yosys reg bits at about 160
* Mux share at 0.259%
* Most frequent CP cell: fa_1
* DRT Wirelength at ~23 mm
* Clk pin slew, worst setup/hold paths at around 0.070 ns
* Clock Tree Buf Depth at 2
* Synthesized area at approximately 0.012 sq mm
* Post-Place Worst Slack at approximately 0.33 ns
* Logic family by area: adder cells
* Crit path cell chain: clkdlybuf4s50_1, inv_1, fa_1, fa_1, inv_1, fa_1, fa_1, fa_1, inv_1, fa_1, inv_1, ha_1, a21o_1, a311o_1, a21oi_1, nand3b_1, xnor2_1, nand3_2, or3_4, a32oi_2, o211ai_2, xnor2_1
* Vias at 7532
* Most common library cells after synthesis: inv_1, fa_1, ha_1
* DPL Wire Length at approximately 19 mm
* Worst min path class: reg2reg
* Main area contributors: edfxtp_1, fa_1, ha_1
* Log Warnings at 34
* Final ANT Viol Nets at 0
* Main synth FF type: edfxtp_1
* Hold_buf cts at 0
* Hold slack at between 0.3 and 0.4 ns
* Crit-path leading delay family: adder cells
* Pin count of the biggest net entering global routing at 38
* I/O pin count at around 110
* Die Ht at 158 microns
* Post-synth EDFFs at 91
* Avg Vias per Cell at just under 5
* FA/HA/MAJ Cells, Area Fraction at 32.8%
* Hold Vio Cnt, Final at 0
* Setup TNS at 0 ns
* Drt wl/cell at ~15 microns
* CTS Buf Count at 17
* GP Congestion at around 0.91
* Diode count at 0
* CP max stage delay at 0.61 ns
* Post-Synth Simple-Gate Area at 8.46%
* Sequential element share of the synthesized area at 33.2%
* Max Clock Freq at around 120 MHz
* Latency at later pin at approximately 0.43 ns
* Core Density at Floorplan at 51.2%
* Final min period at between 8 and 9 ns
* Share of layout cells above drive strength 1 at under 10%
* Final period utilization at around nine tenths
* Initial DRC Count at 268
* FP Rows at about 56
* Most frequent cell after synthesis: inv_1
* Worst clock skew at between 0.015 and 0.02 ns
* Cell area after layout at 0.0139 sq mm
* Largest area contributor in the netlist: edfxtp_1
* All-layer global routing usage at 21.9%
* WP buf/inv at 5
* XOR/XNOR Area Share at slightly above 8%
* Final Setup Violations at 0
* Post-Synth AOI/OAI Area at under 10%
* Cells after synthesis at 1114
* Residual DRC at 0
* Vias in the first global route at 7815
* Async S/R FF share, synth at 0%
* Max_slew headroom at about 51%
* Unique cell types at just over 70
* TritonCTS clock tree: done
* First-pass GRT wire length at a little under 40 mm
* RSZ-0062 raised after global routing: false
* # Cells Yosys at between 1000 and 1500
* Status: finished, final reports clean
* Critical setup path kind: in2reg
* Chip area at between 0.02 and 0.025 sq mm
* Post-CTS Setup Inserts at 0
* Worst-margin pin slew at ~0.73 ns
* Chip area in the Yosys report at between 0.01 and 0.015 sq mm
* Avg Cell Area, Syn at 10.9 sq um
* H-tree levels at 4
* First-pass DRT Iterations at 5
* Die Span X at between 150 and 200 microns
* Crit Path Max Fanout at 9
* CP endpoint kind: flip-flop
* Post-CTS resize count at 0
* CORE AREA at around 0.024 sq mm
* Top cell area share at a little under a quarter
* Port-buffer cells at approximately 96
* CTS Sinks at roughly 160
* WP data arrival at 8.51 ns
* Startpoint types: input pin
* Worst EP required at about 9 ns
* Synth Warn # at 1
* Placed cell areas at ~0.013 sq mm
* Synthesis-to-layout area growth at 14.6%
* Setup ws final at about 0.75 ns
* MaxCap Viol Count at 0
* Initial antenna violation count at 0
* CTS root buffer: clkbuf_16
* Slew Viols, Final at 0
layer usage:
| metal | GRT usage [%] | vias up | share of wire, % |
|---|---|---|---|
| met5 | 0 | - | 0 |
| met4 | 5.13 | 0 | 3.0 |
| met3 | 6.08 | 25 | 5.3 |
| met2 | 34.1 | 136 | 48 |
| met1 | 32.4 | 3574 | 44 |
| li1 | - | 3797 | - |
registers in the layout (all words and copies together) (netlist names):
register / count
U1.count: 32
U1.hex0: 4
U1.hex1: 4
U1.hex2: 4
U1.hex3: 4
U1.hex4: 4
U1.hex5: 4
U1.hex6: 4
U1.hex7: 4
U1.prev_speed: 32
U1.speed: 27
U1.val_out: 32
kinds of logic after synthesis:
family,count (synthesis)
xor gates and xnor gates,112
buffers and inverters,266
muxes,3
adders and majority gates,243
AOI/OAI and AO/OA,131
and+or+nand+nor,204
DFF,155
placed cells by master, fill, tap and decap left out, types with 7 or more instances in the layout:
| master | instances |
|---|---|
| xnor2_1 | 81 |
| fa_1 | 123 |
| a21o_1 | 19 |
| clkdlybuf4s50_1 | 96 |
| nor3_1 | 11 |
| inv_1 | 221 |
| edfxtp_1 | 91 |
| ha_1 | 120 |
| nand4_1 | 15 |
| xor2_1 | 31 |
| dfxtp_1 | 64 |
| nand2_1 | 30 |
| a21oi_1 | 24 |
| o21ai_0 | 13 |
| o21a_1 | 12 |
| nor2b_1 | 7 |
| nor2_1 | 73 |
| clkbuf_16 | 17 |
| a211oi_1 | 7 |
| nand3_1 | 20 |
| buf_4 | 12 |
area by class of cell:
| cell class | count | area (sq um) |
|---|---|---|
| Sequential cell | 155 | 4010 |
| Inverter | 221 | 830 |
| Tap cell | 319 | 399 |
| Multi-Input combinational cell | 693 | 6960 |
| Fill cell | 1973 | 9750 |
| Timing Repair Buffer | 108 | 1050 |
| Clock buffer | 17 | 425 |
| Clock inverter | 15 | 188 |
through the flow:
stage / utilization (%) / instances
after floorplan: - / 1114
after global placement: 56.1 / 1496
after detailed placement: 56.1 / 1496
after CTS: 58.7 / 1528
after global routing: 58.7 / 1528
final: 58.7 / 1528
worst register-to-register path, delay by kind of cell (launching register included):
family / cells / cell delay [ns]
flip-flops: 1 / 0.40
buffers and inverters: 1 / 0.36
AND-OR/OR-AND: 9 / 2.04
adder cells (fa/ha/maj): 1 / 0.27
final timing paths:
path / from / end / slack (ns) / cells past startpoint
hold reg to reg: U1.hex6[3] / U1.val_out[27] / 0.36 / 0
setup reg to reg: U1.count[17] / U1.hex0[1] / 5.74 / 11
hold / removal: U1.hex6[3] / U1.val_out[27] / 0.36 / 0
setup / recovery: writedata[3] / U1.speed[28] / 0.75 / 22
