**flow/config.mk**
```make
export PLATFORM = sky130hd
export DESIGN_NAME = hex_7seg
export DESIGN_NICKNAME = hex_7seg
export VERILOG_FILES = /design/flow/design.v
export SDC_FILE = /design/flow/constraint.sdc
export NUM_CORES = 4
export LEC_CHECK = 1
export CORE_AREA = 10 10 70 70
export DIE_AREA = 0 0 80 80
```
**flow/constraint.sdc**
```tcl
current_design hex_7seg

set clk_period 1.4
set clk_io_pct 0.2

create_clock -name clk0 -period $clk_period

set non_clock_inputs [all_inputs -no_clocks]
set_input_delay [expr $clk_period * $clk_io_pct] -clock clk0 $non_clock_inputs
set_output_delay [expr $clk_period * $clk_io_pct] -clock clk0 [all_outputs]
```
**flow/design.v**
```verilog
module lab2(
	CLOCK_50,
	HEX0,	HEX1,	HEX2,	HEX3,	HEX4,	HEX5,
	KEY,
	LEDR,
	HPS_DDR3_ADDR,
	HPS_DDR3_BA,
	HPS_DDR3_CAS_N,
	HPS_DDR3_CKE,
	HPS_DDR3_CK_N,
	HPS_DDR3_CK_P,
	HPS_DDR3_CS_N,
	HPS_DDR3_DM,
	HPS_DDR3_DQ,
	HPS_DDR3_DQS_N,
	HPS_DDR3_DQS_P,
	HPS_DDR3_ODT,
	HPS_DDR3_RAS_N,
	HPS_DDR3_RESET_N,
	HPS_DDR3_RZQ,
	HPS_DDR3_WE_N,
    DRAM_CLK,
    DRAM_ADDR,
    DRAM_BA,
    DRAM_CAS_N,
    DRAM_CKE,
    DRAM_CS_N,
    DRAM_DQ,
    DRAM_UDQM,
    DRAM_LDQM,
    DRAM_RAS_N,
    DRAM_WE_N
);
output DRAM_CLK;
input CLOCK_50;
output [6:0] HEX0, HEX1, HEX2, HEX3, HEX4, HEX5;
input [3:0] KEY;
output [9:0] LEDR;
output [14:0] HPS_DDR3_ADDR;
output [2:0] HPS_DDR3_BA;
output HPS_DDR3_CAS_N;
output HPS_DDR3_CKE;
output HPS_DDR3_CK_N;
output HPS_DDR3_CK_P;
output HPS_DDR3_CS_N;
output [3:0] HPS_DDR3_DM;
inout [31:0] HPS_DDR3_DQ;
inout [3:0] HPS_DDR3_DQS_N;
inout [3:0] HPS_DDR3_DQS_P;
output HPS_DDR3_ODT;
output HPS_DDR3_RAS_N;
output HPS_DDR3_RESET_N;
input HPS_DDR3_RZQ;
output HPS_DDR3_WE_N;
output [12:0] DRAM_ADDR;
output [1:0] DRAM_BA;
output DRAM_CAS_N;
output DRAM_CKE;
output DRAM_CS_N;
inout [15:0] DRAM_DQ;
output DRAM_UDQM;
output DRAM_LDQM;
output DRAM_RAS_N;
output DRAM_WE_N;
wire [31:0] hex3_hex0;  
wire [15:0] hex5_hex4;  
wire [31:0] REG32;
assign LEDR[7:0] = REG32[31:24];
hex_7seg CONVERTER0(REG32[3:0],HEX0);
hex_7seg CONVERTER1(REG32[7:4],HEX1);
hex_7seg CONVERTER2(REG32[11:8],HEX2);
hex_7seg CONVERTER3(REG32[15:12],HEX3);
hex_7seg CONVERTER4(REG32[19:16],HEX4);
hex_7seg CONVERTER5(REG32[23:20],HEX5);
    mysystem u0 (
        .system_ref_clk_clk     (CLOCK_50),      
        .system_ref_reset_reset (~KEY[0]),  
        .memory_mem_a       (HPS_DDR3_ADDR),        
        .memory_mem_ba      (HPS_DDR3_BA),       
        .memory_mem_ck      (HPS_DDR3_CK_P),       
        .memory_mem_ck_n    (HPS_DDR3_CK_N),     
        .memory_mem_cke     (HPS_DDR3_CKE),      
        .memory_mem_cs_n    (HPS_DDR3_CS_N),     
        .memory_mem_ras_n   (HPS_DDR3_RAS_N),    
        .memory_mem_cas_n   (HPS_DDR3_CAS_N),    
        .memory_mem_we_n    (HPS_DDR3_WE_N),     
        .memory_mem_reset_n (HPS_DDR3_RESET_N),  
        .memory_mem_dq      (HPS_DDR3_DQ),       
        .memory_mem_dqs     (HPS_DDR3_DQS_P),      
        .memory_mem_dqs_n   (HPS_DDR3_DQS_N),    
        .memory_mem_odt     (HPS_DDR3_ODT),      
        .memory_mem_dm      (HPS_DDR3_DM),       
        .memory_oct_rzqin   (HPS_DDR3_RZQ),    
        .pushbutton_export      (~KEY[3:1]),       
        .hex3_0bus_export       (hex3_hex0),        
        .hex5_4bus_export       (hex5_hex4),        
        .hex_to_led_export      (REG32),       
        .sdram_wire_addr        (DRAM_ADDR),         
        .sdram_wire_ba          (DRAM_BA),           
        .sdram_wire_cas_n       (DRAM_CAS_N),        
        .sdram_wire_cke         (DRAM_CKE),          
        .sdram_wire_cs_n        (DRAM_CS_N),         
        .sdram_wire_dq          (DRAM_DQ),           
        .sdram_wire_dqm         ({DRAM_UDQM,DRAM_LDQM}),          
        .sdram_wire_ras_n       (DRAM_RAS_N),        
        .sdram_wire_we_n        (DRAM_WE_N),          
        .sys_clk_clk            (DRAM_CLK)             
    );
endmodule
module hex_7seg (input [3:0] hex,  output reg [0:6] seg);
parameter ZERO = 7'b100_0000;
parameter ONE = 7'b100_1111;
parameter TWO = 7'b010_0100;
parameter THREE = 7'b011_0000;
parameter FOUR = 7'b001_1001;
parameter FIVE = 7'b001_0010;
parameter SIX = 7'b000_0010;
parameter SEVEN = 7'b111_1000;
parameter EIGHT = 7'b000_0000;
parameter NINE = 7'b001_1000;
parameter A = 7'b000_1000;
parameter B = 7'b000_0011;
parameter C = 7'b100_0110;
parameter D = 7'b010_0001;
parameter E = 7'b000_0110;
parameter F = 7'b000_1110;
always @(hex)
case (hex)
0: seg = ZERO;
1: seg = ONE;
2: seg = TWO;
3: seg = THREE;
4: seg = FOUR;
5: seg = FIVE;
6: seg = SIX;
7: seg = SEVEN;
8: seg = EIGHT;
9: seg = NINE;
10: seg = A;
11: seg = B;
12: seg = C;
13: seg = D;
14: seg = E;
15: seg = F;
endcase
endmodule
```
**flow/run.sh**
```bash
#!/bin/bash
# OpenROAD 26Q1-2900-gdf79404cd8, Yosys 0.63+post, stock flow scripts
make -C /OpenROAD-flow-scripts/flow DESIGN_CONFIG=/design/flow/config.mk WORK_HOME=/design/flow/orfs finish
```
==> flow_summary.ini <==
; physical design summary
[die]
rows = 21
core_area_um2 = 3420
pin_count = 11
fp.dieH_um = 80
fp-utilization = 0.0799
die_x_um = 80
die_area_um2 = 6400

[critical_path]
crit_type = in -> out
arrival_ps = 1200
critPathMaxFanout = 5
cp-start-kind = input port
cp-startpoint = hex[1]
setup.worst_path.end_class = primary output
required_ps = 1120

[sta]
finalHoldViolCount = 0
grt_setup_unrepaired = yes
period_needed_ps = 1480
max_slew_margin = 0.875
hold_slack_ps = 981
min_period_over_period = 1.06
final_max_slew_viol_count = 0
fmax_mhz = 676
final-setup-viol-count = 4
tightest_slew_ps = 186
worst_slack_ps = -79.3

[hold_path]
whs_path_depth = 4
hold_path.startpoint = hex[2]
hold_class = in -> out
worst_hold_path.endpoint = seg[3]

[power]
p_leak_nw = 0.231
sw_frac_of_total = 0.419
p_int_w = 0.0000955
ir_drop_mv = 0.0542
power_density_nw_per_um2 = 293
switchingPower_w = 0.0000689
power_frac_clock = 0
finalPower_w = 0.000164
p_seq_frac = 0
combPwrFrac = 1.000

[layout]
final.fill_count = 388
mi_logic_area_um2 = 275
syn2layout_area_growth_pct = 106
flop_area_um2 = 0
instances_no_fill = 104
flop-count = 0
drive_above_1_share = 0.672
nClkBuffers = 0

[routing]
drt_iter0_markers = 9
antennaDiodeCount = 0
antenna_left = 0
wl_um = 922
remaining_drc_errors = 0
drt-vias-per-instance = 3.16
vias = 329
dr.pass1.iters = 2
avgRoutedWirePerCell_um = 8.87

[placement]
place_inst = 100
place.gp.congestion = 0.695
numPortBuffers = 11
hpwl_um = 702

[job]
log.warning_count = 36
maxCapViolCount = 0

[clocking]
ctsHoldBuffers = 0

[synthesis]
netlist_area_um2 = 273
syn-instance-count = 36
area_leaders = ha_1 (14%), buf_6 (12%), mux2i_1 (7.3%)
ys_warn_count = 1
yosys.area.top_type_share = 0.138
ys_cells = 36
syn_area_per_cell_um2 = 7.58
top_area_cell = ha_1
ys_seq_frac = 0
yosysChipArea_um2 = 273
synth.distinct_cells = 21

[outcome]
violations = negative setup slack
status = finished with violations

[grt]
grt_pass1_wl_mm = 1.51
grt_max_degree = 7
grt_pass1_vias = 319
grt_overflow_total = 0
antenna_found_initial = 0
grt_use_total = 0.0277
how the worst max path moves through the flow:
stage	to	slack [ps]	depth (start not counted)
4_1_cts	seg[3]	-160	8
5_1_grt	seg[3]	-130	8
6_report	seg[3]	-80	8
kinds of logic (layout without fill, tap and decap cells):
group | count (synthesis) | count (layout) | synth area share
AND-OR/OR-AND | 12 | 12 | 0.335
XOR/XNOR | 1 | 1 | 0.0321
adder cells (fa/ha/maj) | 3 | 3 | 0.138
buffers and inverters | 7 | 29 | 0.193
multiplexers | 2 | 2 | 0.0734
AND/OR/NAND/NOR | 11 | 11 | 0.229
cell usage in the layout (no fill, tap or decap):
cell,count
mux2i_1,2
nand2_2,2
o22ai_1,1
a211oi_2,2
xnor2_1,1
buf_2,8
a21oi_1,3
a311oi_2,1
o21ai_1,1
clkbuf_2,1
buf_6,8
clkdlybuf4s15_2,1
nand3_1,1
nand3b_1,2
buf_4,7
nor2_1,1
nand2_1,3
o31ai_1,1
nor2b_4,2
o21a_1,1
inv_4,1
ha_4,3
inv_2,2
buf_8,1
o211ai_1,1
a211oi_1,1
final cells by class:
class                           instances  share of cell area
Tap cell                               46               0.103
Inverter                                3              0.0246
Timing Repair Buffer                   26               0.382
Multi-Input combinational cell         29               0.491
cell usage after synthesis, drive strengths merged:
library cell / instances
o31ai: 1
buf: 4
nand2: 5
xnor2: 1
nand3b: 2
inv: 3
o21ai: 1
nor2: 1
o21a: 1
a211oi: 3
nor2b: 2
nand3: 1
ha: 3
a311oi: 1
mux2i: 2
a21oi: 3
o211ai: 1
o22ai: 1
worst max-delay path: stages:
cell and delay, ps:
buf_8 80, inv_4 30, buf_6 100, ha_4 240, nor2b_4 110, a211oi_2 40
a311oi_2 180, buf_2 130
metrics by stage:
step | setup slack, ps | util | setup TNS, ps | area, um2
final | -79.3 | 0.164 | -153 | 561
after global routing | -132 | 0.164 | -406 | 561
after CTS | -158 | 0.159 | -250 | 542
after detailed placement | -1000 | 0.141 | -6060 | 482
after global placement | -980 | 0.141 | -6080 | 482
after floorplan | 133 | - | 0 | 273
power groups by stage:
stage,Clock (W),Sequential [W],Combinational [W]
4_1_cts,0,0,0.000160
5_1_grt,0,0,0.000180
6_report,0,0,0.000164
routing by layer:
| metal | vias to the layer above | part of all wire | global-route usage |
|---|---|---|---|
| li1 | 171 | - | - |
| met4 | 0 | 0 | 0 |
| met5 | - | 0 | 0 |
| met3 | 0 | 0.056 | 0.00568 |
| met1 | 153 | 0.46 | 0.0382 |
| met2 | 5 | 0.49 | 0.0457 |
what timing repair did:
item | 4_1_cts | 5_1_grt
cloned | 1 | 0
endpoints found under the hold margin | 0 | 0
pin swaps | 10 | 6
setup buffers | 2 | 1
setup endpoints to repair | 7 | 7
resized | 56 | 5
No activity file was given, so power comes from the tool's default toggle rates.
