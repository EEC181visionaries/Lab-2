<file path="flow/config.mk">
export PLATFORM = sky130hd
export DESIGN_NAME = reg32_avalon_interface
export DESIGN_NICKNAME = reg32_avalon_interface
export VERILOG_FILES = /design/flow/design.v
export SDC_FILE = /design/flow/constraint.sdc
export NUM_CORES = 4
export LEC_CHECK = 1
export CORE_AREA = 10 10 88 88
export DIE_AREA = 0 0 98 98
</file>
<file path="flow/constraint.sdc">
current_design reg32_avalon_interface

set clk_period 1.0
set clk_io_pct 0.2

create_clock -name clk0 -period $clk_period [get_ports {clock}]

set non_clock_inputs [all_inputs -no_clocks]
set_input_delay [expr $clk_period * $clk_io_pct] -clock clk0 $non_clock_inputs
set_output_delay [expr $clk_period * $clk_io_pct] -clock clk0 [all_outputs]
</file>
<file path="flow/design.v">
module reg32 (clock, resetn, D, byteenable, Q);
input [0:0] clock;
input [0:0] resetn;
input [31:0] D;
input [3:0] byteenable;
output reg [31:0] Q;
always @(posedge clock or negedge resetn) begin
	if (resetn == 0) begin
		Q = 0;
	end
	else begin
		Q = D;
	end  
end  
endmodule  
module reg32_avalon_interface (clock, resetn, write, writedata, read, readdata, byteenable, chipselect, Q);
	input clock, resetn;
	input read, write, chipselect;
	input [3:0] byteenable;
	input [31:0] writedata;
	output [31:0] readdata;
	output [31:0] Q;
	wire [3:0] local_byteenable;
	wire [31:0] to_reg, from_reg;
	assign to_reg = writedata;
	assign local_byteenable = (chipselect & write) ? byteenable : 4'b0;
	assign readdata = from_reg;
	assign Q = from_reg;
	reg32 U1 (.clock(clock), .resetn(resetn), .D(to_reg), .byteenable(local_byteenable), .Q(from_reg));
endmodule
</file>
<file path="flow/run.sh">
#!/bin/bash
# OpenROAD 26Q1-2900-gdf79404cd8, Yosys 0.63+post, stock flow scripts
make -C /OpenROAD-flow-scripts/flow DESIGN_CONFIG=/design/flow/config.mk WORK_HOME=/design/flow/orfs finish
</file>
==> run summary <==
The following summarizes the physical implementation.

Worst setup path
The endpoint arrival time on the critical path is 0.87 ns. The worst setup path is launched from a register. The largest fanout on the critical path is 2. The nature of the critical path endpoint is an output pin. The data required time of the worst path is 0.80 ns.

The critical path is of the register to output pin type.

Route
The wire length reported by the detailed router is 3400 um. The post-detailed-route DRC marker count is 0. The number of vias per cell is roughly 3.2.

The number of search-and-repair iterations in the first detailed-routing pass is 2. The detailed router placed about 680 vias in this run. The post-detailed-route wirelength per cell is 15.81 um.

The number of antenna cells inserted is 0. Detailed-route iteration 0 reported a violation count of 3. The post-route antenna net violation count is 0.

Clocking
The CTS tree is yes. The post-cts hold-fix buffer tally is 0. After clock tree synthesis, the clock-pin slew on the worst setup and hold paths is 0.06 ns.

Looking at the clock tree report, the root buffer type is sky130_fd_sc_hd__clkbuf_8. The number of sinks driven by the clock tree is 32. The longest clock path from root to sink contains 2 buffers. The TritonCTS buffer count is 5. Looking at the clock tree report, the H-tree level count equals 2.

GRT
The first global-routing pass estimated 5078 um of wire. The via count of the first global-routing pass is between 800 and 900. The total overflow left after global routing is 0. Entering global routing, the biggest net connects 33 pins. In the global route stage, overall resource usage came out at 0.06773. The number of antenna violations at the first check in global routing is 0.

Synthesis
The count of unique library cells instantiated by Yosys is 2. The area fraction of the largest cell type after synthesis is 0.7692. The largest area contributor in the synthesized netlist is sky130_fd_sc_hd__dfrtp_1. The main area contributors are sky130_fd_sc_hd__dfrtp_1, sky130_fd_sc_hd__buf_4. The synthesis report lists the Yosys warning total as 1. The flop and latch count out of synthesis is 32. Dividing the synthesized area by the synthesized cell count gives 16.27 um2.

The instance count of the mapped netlist is 64. The yosys stat cell total is 64. The chip area in the Yosys report is 1041 um2. Summing every instance area after synthesis gives 1041 um2.

The share of the yosys chip area belonging to registers is 0.7692.

Final timing
The worst path in the final design needs a cycle of 1.069 ns, including I/O delays and setup. The worst-case max-slew headroom was logged as 0.8879. Setup repair after global routing could not meet its margin everywhere.

The total count of hold-check failures in the final report is 0. The tightest hold margin is 0.2905 ns. For this run, the top clock speed supported by timing is 935.9 MHz.

Dividing the final minimum period by the clock period gives 1.069. The final timing report gives a worst setup slack of -0.06851 ns. The final-report setup violation count is 2. The transition time at the pin with the least slew margin is about 0.17 ns. The total count of max-transition violations in the final report is 0.

Run status
The flow ran to the end, but the final reports show violations. The checks that failed: setup timing.

Floorplan
The initial core utilization is 0.1758. The row count is 28. Per the OpenROAD floorplan log, the area of the die is 9604 um2.

The region available for standard cell placement spans 5921 um2. According to the I/O placement log, the pin count is 105. The width of the die is 98 um. The y dimension of the die is 98 um.

Cells and area
The combinational cell area excluding buffers and inverters is 0 um2. The share of final-layout standard cells stronger than drive strength 1 is 0.5357. The layout overhead on the synthesized area is 62.62%. The number of multi-input combinational cells is 0.

The register with the most flip-flops in the layout has 32 of them.

Placement
Prior to clock tree synthesis, the placed netlist has a worst setup slack of -0.05092 ns. Input and output buffers added on the ports amount to 97. The last weighted congestion value of the routability-driven placer is ~0.69.

Power and ir drop
The flow reported a cell area power density of 1552 nW/um2. The power report puts the leakage power at approximately 0.83 nW. The maximum resistive drop on vdd is ~670 uV.

Hold path
The worst hold path class is primary input to async pin.

Run
In this run the maximum-capacitance check reported violations numbering 0. The stage logs contain a warning count of 34.
-- cells by family (layout without fill, tap and decap cells) --
kind of cell / after synthesis / after routing / synth area share
DFF: 32 / 32 / 0.7692
buffers and inverters: 32 / 108 / 0.2308
-- layer usage --
metal  GRT usage  share of wire  vias up
met5           0              0        -
met4    0.004474              0        0
met3     0.04125           0.14        0
met2      0.1198           0.52       50
met1     0.06971           0.34      321
li1            -              -      310
-- worst max-delay path, cell delays in order, from the launching register on --
cell and delay (ns):
sky130_fd_sc_hd__dfrtp_1 0.39, sky130_fd_sc_hd__buf_6 0.12, sky130_fd_sc_hd__buf_6 0.10
-- worst max path at each step --
| stage | cells after the start | from | slack (ns) | endpoint |
|---|---|---|---|---|
| CTS | 2 | U1.Q[20]$_DFF_PN0_ | -0.09 | readdata[20] |
| global route | 2 | U1.Q[20]$_DFF_PN0_ | -0.10 | readdata[20] |
| finish | 2 | U1.Q[20]$_DFF_PN0_ | -0.07 | readdata[20] |
-- area by class of cell --
| type | instances | area (um2) |
|---|---|---|
| fill | 619 | 4228 |
| sequential | 32 | 800.8 |
| timing repair buffer | 100 | 705.7 |
| tap | 75 | 93.84 |
| clock buffer | 6 | 82.58 |
| clock inverter | 2 | 10.01 |
-- timing repair --
| item | 4_1_cts | 5_1_grt |
|---|---|---|
| hold endpoints to repair | 0 | 0 |
| gates resized | 196 | 0 |
| buffers inserted | 2 | 0 |
| endpoints found under the setup margin | 64 | 35 |
-- stage by stage --
step / cell area [um2] / util / std cells / power (mW) / setup TNS, ns
after floorplan: 1041 / - / 64 / 1.472 / 0
after global placement: 1886 / 0.3185 / 205 / 1.826 / -0.7281
after detailed placement: 1886 / 0.3185 / 205 / 1.831 / -0.8773
after CTS: 1693 / 0.2859 / 215 / 2.698 / -0.1770
after global routing: 1693 / 0.2859 / 215 / 2.783 / -0.5336
final: 1693 / 0.2859 / 215 / 2.628 / -0.1245
-- cells in the final DEF, fill, tap and decap left out --
master / instances
sky130_fd_sc_hd__buf_2: 62
sky130_fd_sc_hd__clkdlybuf4s50_1: 33
sky130_fd_sc_hd__dfrtp_1: 32
sky130_fd_sc_hd__clkbuf_8: 6
sky130_fd_sc_hd__buf_6: 4
sky130_fd_sc_hd__clkinv_2: 2
sky130_fd_sc_hd__buf_12: 1
-- synth_stat cells --
cell and instances:
sky130_fd_sc_hd__buf_4 32, sky130_fd_sc_hd__dfrtp_1 32
-- power breakdown --
group	internal, mW	total [mW]	switching, mW	leakage, nW
Combinational	0.213	0.283	0.0695	0.407
Clock	0.547	0.953	0.406	0.0510
Sequential	1.36	1.39	0.0312	0.373
Power figures rest on the tool's default switching activity, not on a simulated workload.
